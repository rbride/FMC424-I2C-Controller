<file path="flow/config.mk">
export PLATFORM = sky130hd
export DESIGN_NAME = shift_reg
export DESIGN_NICKNAME = shift_reg
export VERILOG_FILES = /design/flow/design.v
export SDC_FILE = /design/flow/constraint.sdc
export NUM_CORES = 4
export LEC_CHECK = 1
export CORE_AREA = 10 10 70 70
export DIE_AREA = 0 0 80 80
</file>
<file path="flow/run.sh">
#!/bin/bash
# OpenROAD 26Q1-2900-gdf79404cd8, Yosys 0.63+post, stock flow scripts
make -C /OpenROAD-flow-scripts/flow DESIGN_CONFIG=/design/flow/config.mk WORK_HOME=/design/flow/orfs finish
</file>
<file path="flow/constraint.sdc">
current_design shift_reg

set clk_period 1.0
set clk_io_pct 0.2

create_clock -name clk0 -period $clk_period [get_ports {CLK}]

set non_clock_inputs [all_inputs -no_clocks]
set_input_delay [expr $clk_period * $clk_io_pct] -clock clk0 $non_clock_inputs
set_output_delay [expr $clk_period * $clk_io_pct] -clock clk0 [all_outputs]
</file>
<file path="flow/design.v">
`timescale 1ns / 1ps
module shift_reg #( 
    parameter WIDTH = 20
)(
    input wire CLK,
    input wire rst,
    input wire in,
    output reg out
);
reg [WIDTH-1:0] delay_reg;
always_ff @(posedge CLK) begin
    if(!rst) 
        delay_reg <= 0;
    else begin
        delay_reg <= {delay_reg[WIDTH-2:0], in};
    end
end
assign out = delay_reg[WIDTH-1];
endmodule
</file>
==> results.sh <==
# flow metrics
export IMPL_rsz0062_at_grt="false"
export IMPL_port_buffer_count=3
export IMPL_synthesis_area_um2=562
export IMPL_crit_type="flip-flop to primary output"
export IMPL_grt_max_degree=21
export IMPL_die_area_um2=6400
export IMPL_vias_per_cell=2.69
export IMPL_yosysMostFrequentCell="dfxtp_1"
export IMPL_path_buffers=1
export IMPL_grt_overflow_total=0
export IMPL_ys_area_um2=562
export IMPL_start_kind="flip-flop"
export IMPL_cts_root_buf="clkbuf_4"
export IMPL_numCtsBuffers=3
export IMPL_finalCritPeriodShare_pct=90.1
export IMPL_period_minus_slack_ns=0.901
export IMPL_n_fill_cell=377
export IMPL_synth_edff_count=0
export IMPL_synth_cell_types=4
export IMPL_drtAntennaViolNets=0
export IMPL_p_int_uw=1220
export IMPL_core_um2=3420
export IMPL_setup_viol_count_final=0
export IMPL_synth_largest_area_cell="dfxtp_1"
export IMPL_synthTopCellsByCount="dfxtp_1, and2_2, and2_1"
export IMPL_track_usage_pct=2.32
export IMPL_drive_above_1_share_pct=35.4
export IMPL_fp_dieW_um=80
export IMPL_p_clk_share_pct=43.3
export IMPL_largest_reg_flops=20
export IMPL_cp_top_family="flip-flops"
export IMPL_drt_first_pass_iters=2
export IMPL_required_ns=0.80
export IMPL_crit_chain="buf_2"
export IMPL_synthArstFlopShare_pct=0
export IMPL_syn_avg_cell_area_um2=13.4
export IMPL_cts_sinks=20
export IMPL_finClkSkew_ns=0.00568
export IMPL_antenna_cells=0
export IMPL_cts_htree_levels=1
export IMPL_top_cell_area_share_pct=71.3
export IMPL_fmax_mhz=1110
export IMPL_first_global_vias=251
export IMPL_status="complete, no violations"
export IMPL_rows=21
export IMPL_critPathSlowestCell="dfxtp_1"
export IMPL_max_slew_margin_pct=90.9
export IMPL_setup_slack_ns=0.0986
export IMPL_top_cells_by_area="dfxtp_1, and2_2, and2_1"
export IMPL_ff2ff_setup_slack_ns=0.41
export IMPL_vias=253
export IMPL_warning_count=25
export IMPL_antenna_found_initial=0
export IMPL_maxCapViolCount=0
export IMPL_yosys_cells=42
export IMPL_die_h_um=80
export IMPL_clk_latency_ns=0.29
export IMPL_finish_utilization_pct=20.0
export IMPL_leakagePower_uw=0.000276
export IMPL_syn_inst=42
export IMPL_comb_power_share_pct=1.6
export IMPL_wl_per_cell_um=6.45
export IMPL_dp_hpwl_um=387
export IMPL_routabilityCongestion=0.659
export IMPL_crit_fanout=1
export IMPL_power_frac_seq_pct=55.1
export IMPL_ioPinCount=4
export IMPL_tightest_slew_ns=0.137
export IMPL_switching_share_pct=16.2
export IMPL_finalSetupTns_ns=0
export IMPL_dp_worst_setup_slack_ns=-0.0744
export IMPL_hold_viol=0
export IMPL_grt_pass1_wl_um=1150
export IMPL_vdd_drop_max_v=0.000427
export IMPL_clk_pin_slew_ns=0.11
export IMPL_ys_seq_share_pct=71.3
export IMPL_ys_ff=20
export IMPL_hold_path_class="flip-flop to flip-flop"
export IMPL_drv_slew=0
export IMPL_end_kind="primary output"
export IMPL_area_growth_pct=21.4
export IMPL_drc=0
export IMPL_fp_util_pct=16.4
export IMPL_drt_iter0_markers=20
export IMPL_p_switching_uw=237
export IMPL_post_cts_buffers=0
export IMPL_power_density_nw_per_um2=2140
export IMPL_clock_path_buffers=2
export IMPL_tritoncts="yes"
export IMPL_cpPeakStageDelay_ns=0.31
export IMPL_synth_warnings=2
export IMPL_drt_total_wl_um=606
export IMPL_synthFlopType="dfxtp_1"
export IMPL_arrival_ns=0.70
[repair_timing]
action                                  4_1_cts  5_1_grt
endpoints found under the setup margin        1        0
hold buffers                                  0        0
gates resized                                 3        0
[cell families after synthesis]
| logic type | after synthesis | synth area share (%) |
|---|---|---|
| flops | 20 | 71.3 |
| simple gates | 20 | 24.7 |
| buf+inv | 2 | 4.01 |
[path summary, 6_finish.rpt]
kind              cells after the start             to           from
setup / recovery                      1            out  delay_reg[19]
hold / removal                        1  delay_reg[18]  delay_reg[17]
setup reg to reg                      1   delay_reg[5]   delay_reg[4]
hold reg to reg                       1  delay_reg[18]  delay_reg[17]
[power by group through the flow]
stage                 Sequential [uW]  Combinational, uW  Clock (uW)
final                             803               23.8         631
after global routing              805               27.8         693
after CTS                         804               24.3         658
[area by class of cell]
class                   instances  area (um^2)  area share (%)
multi-input cells              20          139            20.4
flip-flops and latches         20          400            58.7
well taps                      46         57.6            8.44
clock inverters                 1         30.0            4.40
repair buffers                  4         32.5            4.77
clock buffers                   3         22.5            3.30
[cells in the final DEF, fill, tap and decap left out, drive strengths merged]
cell,n
buf,2
bufinv,1
dfxtp,20
clkbuf,3
clkdlybuf4s50,2
and2,20
[metal layers]
layer / track usage [%] / vias up / part of all wire [%]
li1: - / 136 / -
met1: 3.17 / 108 / 55
met2: 2.33 / 7 / 29
met3: 2.39 / 2 / 14
met4: 0.528 / 0 / 1.7
met5: 0 / - / 0
[per-stage QoR]
stage	hold slack, ns	cell area, um^2	instances	total power [uW]
3_5_place_dp	0.416	634	90	846
4_1_cts	0.440	682	94	1490
3_3_place_gp	0.411	634	90	845
5_1_grt	0.450	682	94	1530
2_1_floorplan	0.342	562	42	840
6_report	0.437	682	94	1460
Power is estimated from default activity; no workload was simulated.
