`config.mk`:
```
export PLATFORM = sky130hd
export DESIGN_NAME = clk_gen_std_100k
export DESIGN_NICKNAME = clk_gen_std_100k
export VERILOG_FILES = /design/flow/design.v
export SDC_FILE = /design/flow/constraint.sdc
export NUM_CORES = 4
export LEC_CHECK = 1
export CORE_AREA = 10 10 70 70
export DIE_AREA = 0 0 80 80
```
`constraint.sdc`:
```
current_design clk_gen_std_100k

set clk_period 2.1
set clk_io_pct 0.2

create_clock -name clk0 -period $clk_period [get_ports {CLK}]

set non_clock_inputs [all_inputs -no_clocks]
set_input_delay [expr $clk_period * $clk_io_pct] -clock clk0 $non_clock_inputs
set_output_delay [expr $clk_period * $clk_io_pct] -clock clk0 [all_outputs]
```
`design.v`:
```
`timescale 1ns/1ps
`default_nettype none
module clk_gen_std_100k(
    input wire CLK,
    input wire rst,
    output wire scl_i   
);
reg [8:0] cnt = 9'b1_0000_0000;
always_ff @(posedge CLK) begin
    if(!rst) begin
        cnt <= {1'b1, 8'h00};      
    end else if(cnt[7:0] == 8'hFA) begin
        cnt <= {(~cnt[8]), 8'h00};  
    end else begin
        cnt <= cnt + 1'b1;
    end
end
assign scl_i = cnt[8];
endmodule
```
`run.sh`:
```
#!/bin/bash
# OpenROAD 26Q1-2900-gdf79404cd8, Yosys 0.63+post, stock flow scripts
make -C /OpenROAD-flow-scripts/flow DESIGN_CONFIG=/design/flow/config.mk WORK_HOME=/design/flow/orfs finish
```
==> results.py <==
# Physical implementation metrics
metrics = {
    "floorplan": {
        "coreArea_um2": 3420,
        "floorplan.core_util": 0.116,
        "die_area_um2": 6400,
        "die_w_um": 80,
        "die_h_um": 80,
        "io_pins": 3,
        "fp-row-count": 21,
    },
    "grt": {
        "grt_start_max_net_pins": 8,
        "grtUsageTotal": 0.0239,
        "grt_pass1_wl_mm": 1.27,
        "grt_pass1_vias": 307,
        "grt_overflow": 0,
        "antenna_found_initial": 0,
    },
    "critical_path": {
        "start_kind": "flop",
        "r2r_cells": 4,
        "crit_type": "flop to output port",
        "crit_path_end_kind": "output port",
        "path_depth": 1,
        "critPathArrivalTime_ns": 1.07,
        "slowest_delay_ns": 0.47,
        "crit_chain": "clkdlybuf4s50_1",
        "critPathMaxFanout": 3,
        "slowest_stage": "clkdlybuf4s50_1",
        "crit_buf_inv": 1,
        "cpLargestDelayFamily": "buffers and inverters",
        "cp.required_ns": 1.68,
    },
    "flow_run": {
        "max_cap_violations": 0,
        "warning_count": 26,
    },
    "place": {
        "pre_cts_slack_ns": 0.651,
        "hpwl_um": 470,
        "placed_cell_area_um2": 475,
        "port_buffers": 2,
        "routabilityCongestion": 0.848,
    },
    "cts": {
        "cts_setup_buffers": 0,
        "clock_sinks": 9,
        "ctsHoldBuffers": 0,
        "cts_root_buffer": "clkbuf_4",
        "ctsLongestPathBuffers": 2,
        "numCtsBuffers": 3,
        "cts_resized": 0,
        "htreeDepth": 1,
        "clk_pin_slew_ns": 0.06,
        "cts_tree": "yes",
        "clk_latency_ns": 0.26,
    },
    "drt": {
        "drt-initial-drc-count": 5,
        "routedWlPerCell_um": 6.94,
        "diodes": 0,
        "via_per_inst": 3.11,
        "wirelength_um": 659,
        "ant_nets": 0,
        "drt_first_pass_iters": 3,
        "num_vias": 295,
        "drc_errors": 0,
    },
    "synthesis": {
        "synth_seq_share": 0.453,
        "ys_warn_count": 1,
        "synth.distinct_cells": 21,
        "syn_inst": 43,
        "ys_ff": 9,
        "syn_area_um2": 398,
        "ys_chip_area_um2": 398,
        "yosys-stat-cells": 43,
        "postSynthAreaPerCell_um2": 9.25,
    },
    "cells_and_area": {
        "largest_register_ffs": 9,
        "stdcell_area_um2": 502,
        "fillers": 394,
        "seq_area_um2": 180,
        "regMostFlops": "cnt",
        "top_regs": "cnt: 9 flops",
        "area_delta_synth_final_pct": 26.1,
        "mi_logic_area_um2": 210,
        "drive_gt1_frac": 0.163,
    },
    "power_and_ir_drop": {
        "p_sw_frac": 0.215,
        "clock_power_share": 0.399,
        "combPwrFrac": 0.045,
        "p_sw_mw": 0.0701,
        "ir_worst_vdd_v": 0.000333,
        "power_mw": 0.326,
        "power_frac_seq": 0.556,
        "p_per_area_nw_per_um2": 650,
        "p_int_mw": 0.256,
        "cellLeakagePower_nw": 0.152,
    },
    "min_path": {
        "hp-class": "flop to flop",
        "worst_hold_path.num_cells": 1,
    },
    "sta": {
        "drv_slew": 0,
        "skew_ns": 0.00410,
        "max_slew_margin": 0.623,
        "setup-violations-final": 0,
        "finalClockPeriodUsage": 0.708,
        "rsz0062_at_grt": "no",
        "finalCriticalPeriod_ns": 1.49,
        "worst_slew_pin_slew_ns": 0.562,
        "whs_ns": 0.488,
        "max_freq_mhz": 673,
        "finalSetupTns_ns": 0,
        "hold_violations": 0,
        "setup_ws_ns": 0.614,
    },
    "run_status": {
        "status": "completed",
    },
}
## layout make-up
cell class                 count  share of cell area
multi-input combinational     32               0.419
sequential                     9               0.359
tap                           46               0.115
clock buffer                   4              0.0524
timing repair buffer           2              0.0399
inverter                       2              0.0150
## power by group through the flow
stage / clock network [mW] / registers, mW / logic [mW]
CTS: 0.137 / 0.181 / 0.0150
finish: 0.130 / 0.181 / 0.0148
global route: 0.144 / 0.182 / 0.0170
## placed cells by master (no fill, tap or decap)
master | Yosys | routed
a21oi_1 | 2 | 2
a21oi_2 | 1 | 1
clkbuf_1 | 0 | 1
clkbuf_4 | 0 | 3
clkdlybuf4s50_1 | 0 | 2
dfxtp_1 | 9 | 9
ha_1 | 2 | 2
inv_1 | 2 | 2
mux2_2 | 1 | 1
nand2_1 | 3 | 3
nand2b_1 | 1 | 1
nand3_1 | 3 | 3
nand3_2 | 1 | 1
nand3b_1 | 1 | 1
nand4_1 | 1 | 1
nor2_1 | 5 | 5
nor3_1 | 1 | 1
o21ai_0 | 2 | 2
o21ai_1 | 1 | 1
o221a_2 | 1 | 1
o22a_2 | 1 | 1
or3_1 | 2 | 2
xnor2_1 | 2 | 2
xor2_1 | 1 | 1
## synthesized netlist by cell type (all sizes together)
cell / number / area [µm²]
nand3b: 1 / 7.51
o221a: 1 / 11.3
or3: 2 / 12.5
o21ai: 3 / 15.0
ha: 2 / 25.0
nand3: 4 / 25.0
nand2b: 1 / 6.26
xnor2: 2 / 17.5
nor3: 1 / 5.00
nor2: 5 / 18.8
nand2: 3 / 11.3
mux2: 1 / 11.3
inv: 2 / 7.51
a21oi: 3 / 18.8
o22a: 1 / 10.0
xor2: 1 / 8.76
nand4: 1 / 6.26
dfxtp: 9 / 180
## final timing paths
path / start / slack [ns] / to
max reg2reg: cnt[0] / 0.67 / cnt[8]
min: cnt[0] / 0.49 / cnt[0]
max: cnt[8] / 0.61 / scl_i
min reg2reg: cnt[0] / 0.49 / cnt[0]
## per-stage QoR
stage | utilization | instances
floorplan | - | 43
global placement | 0.139 | 91
detailed placement | 0.139 | 91
CTS | 0.147 | 95
global route | 0.147 | 95
finish | 0.147 | 95
## cell families (layout without fill, tap and decap cells)
kind of cell,after synthesis,in the layout,synth area share
xor+xnor,3,3,0.0660
flops,9,9,0.453
simple gates,18,18,0.233
compound gates,8,8,0.138
buf+inv,2,8,0.0189
mux,1,1,0.0283
fa+ha+maj,2,2,0.0629
## per-layer routing
| layer | GRT usage | up-vias | share of wire |
|---|---|---|---|
| li1 | - | 164 | - |
| met3 | 0.0159 | 2 | 0.082 |
| met1 | 0.0296 | 124 | 0.51 |
| met5 | 0 | - | 0 |
| met2 | 0.0337 | 5 | 0.39 |
| met4 | 0.00528 | 0 | 0.015 |
Power figures rest on the tool's default switching activity, not on a simulated workload.
