==> design.v <==
`timescale 1ns / 1ps
`default_nettype none
module ff_filter#(
    parameter STAGES = 7
)(
    input wire clk,
    input wire _in,
    output reg _out
);
reg [STAGES-1:0] shift_reg;
always @(posedge clk) begin
  shift_reg <= {shift_reg[STAGES-2:0], _in};   
  if      (&shift_reg)  
    _out <= 1'b1;    
  else if (~|shift_reg)  
    _out <= 1'b0;    
end
endmodule
==> run.sh <==
#!/bin/bash
# OpenROAD 26Q1-2900-gdf79404cd8, Yosys 0.63+post, stock flow scripts
make -C /OpenROAD-flow-scripts/flow DESIGN_CONFIG=/design/flow/config.mk WORK_HOME=/design/flow/orfs finish
==> config.mk <==
export PLATFORM = sky130hd
export DESIGN_NAME = ff_filter
export DESIGN_NICKNAME = ff_filter
export VERILOG_FILES = /design/flow/design.v
export SDC_FILE = /design/flow/constraint.sdc
export NUM_CORES = 4
export LEC_CHECK = 1
export CORE_AREA = 10 10 70 70
export DIE_AREA = 0 0 80 80
==> constraint.sdc <==
current_design ff_filter

set clk_period 1.8
set clk_io_pct 0.2

create_clock -name clk0 -period $clk_period [get_ports {clk}]

set non_clock_inputs [all_inputs -no_clocks]
set_input_delay [expr $clk_period * $clk_io_pct] -clock clk0 $non_clock_inputs
set_output_delay [expr $clk_period * $clk_io_pct] -clock clk0 [all_outputs]
==> impl_metrics.env <==
# physical design summary
export IMPL_first_iter_violations=0
export IMPL_grt_max_degree=5
export IMPL_syn_inst=13
export IMPL_rows=21
export IMPL_wl_per_cell_um=4.53
export IMPL_power_density_mw_per_mm2=1160
export IMPL_worstHoldEndpoint="shift_reg[1]"
export IMPL_pwr_share_seq_pct=57.2
export IMPL_slew_headroom_pct=85.9
export IMPL_chipWidth_um=80
export IMPL_chipHeight_um=80
export IMPL_vias=114
export IMPL_tool_warnings=25
export IMPL_cts_resized=0
export IMPL_largest_register_ffs=7
export IMPL_crit_family="buffers and inverters"
export IMPL_yosysChipArea_um2=200
export IMPL_rr_endpoint="_out"
export IMPL_cp_max_fo=2
export IMPL_ys_flops=8
export IMPL_r2r_cells=3
export IMPL_critPathMaxStageDelay_ps=470
export IMPL_p_leak_nw=0.0951
export IMPL_avgViaCountPerCell=1.78
export IMPL_endpoint_kind="output pin"
export IMPL_finalCritPeriodShare_pct=78.8
export IMPL_chip_area_mm2=0.00640
export IMPL_antennaDiodeCount=0
export IMPL_initCoreUtil_pct=5.86
export IMPL_syn_area_per_cell_um2=15.4
export IMPL_min_delay_start="shift_reg[0]"
export IMPL_worstMarginPinSlew_ps=210
export IMPL_required_ps=1440
export IMPL_path_clk_slew_ps=50
export IMPL_wirelength_um=290
export IMPL_cap_violations=0
export IMPL_globalRouteTotalUtil_pct=1.19
export IMPL_netlist_area_um2=200
export IMPL_drc=0
export IMPL_switching_share_pct=19.4
export IMPL_cts_setup_buffers=0
export IMPL_period_minus_slack_ps=1420
export IMPL_reg2reg_slack_ps=530
export IMPL_status="finished clean"
export IMPL_finClkSkew_ps=4.54
export IMPL_p_int_w=0.000280
export IMPL_worstHoldPathType="flop to flop"
export IMPL_hold_viol=0
export IMPL_clk_path_buf_depth=2
export IMPL_grt_overflow=0
export IMPL_gp_congestion=0.635
export IMPL_antenna_found_initial=0
export IMPL_port_buffers=2
export IMPL_ys_seq_share_pct=80.0
export IMPL_final_cell_area_um2=300
export IMPL_arrival_ps=1060
export IMPL_synth_warnings=1
export IMPL_clkSinkCount=8
export IMPL_slew_viol_final=0
export IMPL_ant_nets=0
export IMPL_htree_levels=1
export IMPL_syn_to_final_growth_pct=50.0
export IMPL_clockPowerShare_pct=37.9
export IMPL_drive_gt1_share_pct=22.2
export IMPL_io_pins=3
export IMPL_clock_root_buffer="clkbuf_4"
export IMPL_peakVddDrop_uv=407
export IMPL_p_switching_w=0.0000677
export IMPL_cp_start_kind="flop"
export IMPL_p_comb_share_pct=4.9
export IMPL_cp_slowest_cell="clkdlybuf4s50_1"
export IMPL_drtPass1Iterations=1
export IMPL_fmax_ghz=0.705
export IMPL_grt_pass1_vias=137
export IMPL_grt_pass1_wl_um=579
export IMPL_clock_latency_late_pin_ps=250
export IMPL_r2r_start="shift_reg[4]"
export IMPL_hold_path_depth=0
export IMPL_cts_made_buffers=3
export IMPL_crit_buf_inv=1
export IMPL_rsz0062_at_grt="no"
export IMPL_coreArea_mm2=0.00342
export IMPL_final_setup_viol_count=0
export IMPL_critical_path_class="flop to output pin"
export IMPL_yosysUniqueCellTypes=6
export IMPL_cts_tree="done"
export IMPL_holdBufCountCts=0
export IMPL_fin_setup_tns_ps=0
export IMPL_ys_cells=13
export IMPL_crit_chain="clkdlybuf4s50_1"
export IMPL_dpl_cell_area_um2=278
==> kinds of logic after synthesis <==
logic type | share of synthesized area [%]
and+or+nand+nor | 9.38
AOI/OAI and AO/OA | 10.6
DFF | 80.0
==> power groups by stage <==
stage,sequential [W],combinational (W),clock [W]
after global routing,0.000201,0.0000198,0.000155
final,0.000199,0.0000171,0.000132
after CTS,0.000199,0.0000178,0.000140
==> cell type report <==
cell class              count  area (um2)
fillers                   406        3120
flip-flops and latches      8         160
well taps                  46        57.6
multi-input cells           5        40.0
clock buffers               3        22.5
repair buffers              2        20.0
==> how the worst max path moves through the flow <==
stage	startpoint	endpoint	slack (ps)	cells after the start
global route	_out	_out	310	1
CTS	_out	_out	360	1
finish	_out	_out	380	1
==> synth_stat cells <==
cell type / n / share of area, %
dfxtp_1: 8 / 80
nand3_1: 1 / 2.5
nand4_1: 1 / 3.1
o21ai_1: 1 / 2.5
o41ai_2: 1 / 8.1
or4_1: 1 / 3.8
==> layer usage <==
layer  share of wire (%)  track usage (%)  wire (um)  vias up
met5                   0                0          0        -
met4                 3.8            0.528         11        0
met3                  20             1.59         57        3
met2                  28             1.20         82        6
met1                  48             1.28        138       45
li1                    -                -          -       60
==> through the flow <==
stage,total power (W),setup slack [ps],util (%),hold WS (ps),cells
floorplan,0.000207,590,-,344,13
global placement,0.000220,551,8.13,354,61
detailed placement,0.000220,543,8.13,355,61
CTS,0.000356,364,8.79,358,64
global route,0.000376,308,8.79,376,64
finish,0.000348,382,8.79,357,64
==> cell usage in the layout, fill, tap and decap left out <==
cell	n
clkdlybuf4s50_1	2
nand4_1	1
o21ai_1	1
o41ai_2	1
or4_1	1
clkbuf_4	3
dfxtp_1	8
nand3_1	1
Power figures rest on the tool's default switching activity, not on a simulated workload.
